[/design/flow/run.sh]
#!/bin/bash
# OpenROAD 26Q1-2900-gdf79404cd8, Yosys 0.63+post, stock flow scripts
make -C /OpenROAD-flow-scripts/flow DESIGN_CONFIG=/design/flow/config.mk WORK_HOME=/design/flow/orfs finish
[/design/flow/config.mk]
export PLATFORM = sky130hd
export DESIGN_NAME = control
export DESIGN_NICKNAME = control
export VERILOG_FILES = /design/flow/design.v
export SDC_FILE = /design/flow/constraint.sdc
export NUM_CORES = 4
export LEC_CHECK = 1
export CORE_AREA = 10 10 70 70
export DIE_AREA = 0 0 80 80
[/design/flow/constraint.sdc]
current_design control

set clk_period 1.0
set clk_io_pct 0.2

create_clock -name clk0 -period $clk_period [get_ports {CLK}]

set non_clock_inputs [all_inputs -no_clocks]
set_input_delay [expr $clk_period * $clk_io_pct] -clock clk0 $non_clock_inputs
set_output_delay [expr $clk_period * $clk_io_pct] -clock clk0 [all_outputs]
[/design/flow/design.v]
`timescale 1s/1s
module control(CLK,CLR,RESET,OVERFLOW,S0,S1,S2,S3,S4,S5);
	input CLK;
	input CLR,RESET, OVERFLOW;
	output S0,S1,S2,S3,S4,S5;
	reg S0,next_S0,S1,next_S1,S2,next_S2,S3,next_S3,S4,next_S4,S5,next_S5;
	reg
	STATE0,next_STATE0,STATE1,next_STATE1,STATE2,next_STATE2,STATE3,
	next_STATE3,STATE4,next_STATE4,STATE5,next_STATE5;
	always @(posedge CLK)
	begin
	STATE0 = next_STATE0;
	STATE1 = next_STATE1;
	STATE2 = next_STATE2;
	STATE3 = next_STATE3;
	STATE4 = next_STATE4;
	STATE5 = next_STATE5;
	S0 = next_S0;
	S1 = next_S1;
	S2 = next_S2;
	S3 = next_S3;
	S4 = next_S4;
	S5 = next_S5;
	end
	always @ (CLR or RESET or STATE0 or STATE1 or STATE2 or STATE3
	or STATE4 or STATE5 or OVERFLOW)
	begin
		if ( RESET | (~OVERFLOW & STATE0) ) next_STATE0=1;
		else next_STATE0=0;
		if ( (~RESET & STATE0 & OVERFLOW) | (~RESET & STATE5) ) next_STATE1=1;
		else next_STATE1=0;
		if ( ~RESET & STATE1 ) next_STATE2=1;
		else next_STATE2=0;
		if ( ~RESET & ~CLR & STATE2 ) next_STATE3=1;
		else next_STATE3=0;
		if ( ~RESET & STATE3 ) next_STATE4=1;
		else next_STATE4=0;
		if ( ~RESET & CLR & STATE2 | (~RESET & STATE4) )
		next_STATE5=1;
		else next_STATE5=0;
		if ( RESET | (~OVERFLOW & STATE0)) next_S0=1;
		else next_S0=0;
		if ( ~RESET & STATE0 & OVERFLOW | (~RESET & STATE5) ) next_S1=1;
		else next_S1=0;
		if ( ~RESET & STATE1 ) next_S2=1;
		else next_S2=0;
		if ( ~RESET & ~CLR & STATE2 ) next_S3=1;
		else next_S3=0;
		if( ~RESET & STATE3 ) next_S4=1;
		else next_S4=0;
		if ( ~RESET & CLR & STATE2 | (~RESET & STATE4) ) next_S5=1;
		else next_S5=0;
	end
endmodule
==> metrics.txt <==
# HELP chip_impl_metric Synthesis and place-and-route metrics
# TYPE chip_impl_metric gauge
chip_impl_info{name="cp_top_family",value="flip-flops"} 1
chip_impl_info{name="clk_root_buffer_cell",value="sky130_fd_sc_hd__clkbuf_4"} 1
chip_impl_metric{name="io-pin-count",unit=""} 10
chip_impl_metric{name="ys_cells",unit=""} 15
chip_impl_info{name="timing.rr.start",value="STATE2$_DFF_P_"} 1
chip_impl_metric{name="grt_pass1_wl",unit="µm"} 800
chip_impl_metric{name="clock_sink_count",unit=""} 6
chip_impl_metric{name="setup_viol_count_final",unit=""} 0
chip_impl_metric{name="drtIter0Drc",unit=""} 1
chip_impl_info{name="crit_type",value="reg2out"} 1
chip_impl_metric{name="routed_wl",unit="µm"} 522
chip_impl_metric{name="grt_max_degree",unit=""} 7
chip_impl_metric{name="netlist_instances",unit=""} 15
chip_impl_metric{name="die.size.y",unit="µm"} 80
chip_impl_metric{name="worst_setup_hold_path_clk_slew",unit="ns"} 0.04
chip_impl_info{name="status",value="completed"} 1
chip_impl_metric{name="worst_ep_arrival_time",unit="ns"} 0.74
chip_impl_metric{name="timing.critical_path.buf_inv",unit=""} 1
chip_impl_metric{name="slew_violations",unit=""} 0
chip_impl_metric{name="min_delay_path_depth",unit=""} 1
chip_impl_metric{name="synth_warnings",unit=""} 1
chip_impl_metric{name="timing.critical_path.fanout_max",unit=""} 2
chip_impl_metric{name="worst_hold_slack",unit="ns"} 0.460
chip_impl_metric{name="grt_util_all_layers",unit="%"} 1.69
chip_impl_metric{name="placement.io_buffers",unit=""} 9
chip_impl_metric{name="post-route-drc-count",unit=""} 0
chip_impl_metric{name="cts.path.max_buffers",unit=""} 2
chip_impl_metric{name="num_vias",unit=""} 155
chip_impl_info{name="cts_tree",value="built"} 1
chip_impl_metric{name="routedWlPerCell",unit="µm"} 6.96
chip_impl_metric{name="layout-area-overhead-vs-synth",unit="%"} 111
chip_impl_metric{name="period_used_share",unit="%"} 93.8
chip_impl_metric{name="post_cts_setup_repair_bufs",unit=""} 0
chip_impl_metric{name="timing.reg2reg.setup_slack",unit="ns"} 0.23
chip_impl_metric{name="fp.dieArea",unit="µm²"} 6400
chip_impl_metric{name="detailedPlacementHpwl",unit="µm"} 435
chip_impl_metric{name="report.final.hold_viol_count",unit=""} 0
chip_impl_info{name="min_path_type",value="reg2reg"} 1
chip_impl_info{name="slowest_stage_cell_on_the_critical_path",value="sky130_fd_sc_hd__dfxtp_2"} 1
chip_impl_metric{name="cellLeakagePower",unit="µW"} 0.000138
chip_impl_info{name="critical_path.cell_chain",value="clkdlybuf4s15_1"} 1
chip_impl_metric{name="fillers",unit=""} 392
chip_impl_metric{name="summed_standard_cell_area_reported_by_yosys",unit="µm²"} 174
chip_impl_metric{name="first_global_vias",unit=""} 180
chip_impl_metric{name="floorplanUtilization",unit="%"} 5.09
chip_impl_info{name="hold_start",value="STATE1$_DFF_P_"} 1
chip_impl_metric{name="floorplan.rows",unit=""} 21
chip_impl_metric{name="core",unit="µm²"} 3420
chip_impl_info{name="start_kind",value="register"} 1
chip_impl_metric{name="route.detailed.vias_per_inst",unit=""} 2.07
chip_impl_metric{name="cts-buffers-inserted",unit=""} 3
chip_impl_metric{name="gp_congestion",unit=""} 0.714
chip_impl_metric{name="vdd.ir_drop.worst",unit="V"} 0.000481
chip_impl_metric{name="post-layout-total-power",unit="µW"} 512
chip_impl_metric{name="yosysTopAreaCellShare",unit="%"} 69.1
chip_impl_metric{name="worst-r2r-cell-count",unit=""} 3
chip_impl_info{name="final_cell_mix",value="sky130_fd_sc_hd__dfxtp_2 (6), sky130_fd_sc_hd__clkdlybuf4s15_1 (6), sky130_fd_sc_hd__clkbuf_4 (3), sky130_fd_sc_hd__clkdlybuf4s50_1 (3)"} 1
chip_impl_metric{name="power_density",unit="nW/µm²"} 1400
chip_impl_info{name="end_kind",value="output port"} 1
chip_impl_metric{name="cts_max_level",unit=""} 1
chip_impl_metric{name="place_ws",unit="ns"} -0.0399
chip_impl_metric{name="clock-skew-final",unit="ns"} 0.00359
chip_impl_metric{name="seq_area_frac_synth",unit="%"} 69.1
chip_impl_metric{name="drt_pass1_iterations",unit=""} 3
chip_impl_metric{name="netlist_area",unit="µm²"} 174
chip_impl_info{name="timing.hold.worst_endpoint",value="STATE2$_DFF_P_"} 1
chip_impl_metric{name="period_minus_slack",unit="ns"} 0.938
chip_impl_metric{name="holdBufCountCts",unit=""} 0
chip_impl_metric{name="insertedDiodeCount",unit=""} 0
chip_impl_metric{name="timing.fmax",unit="MHz"} 1070
chip_impl_info{name="netlist_top_cells_area",value="sky130_fd_sc_hd__dfxtp_1 (69%), sky130_fd_sc_hd__nor2b_1 (7.2%), sky130_fd_sc_hd__nor3b_2 (7.2%)"} 1
chip_impl_metric{name="clk_latency",unit="ns"} 0.24
chip_impl_metric{name="critical_path_required",unit="ns"} 0.80
chip_impl_info{name="rsz0062_at_grt",value="false"} 1
chip_impl_metric{name="numSynthFlops",unit=""} 6
chip_impl_metric{name="layout-drive-gt1-share",unit="%"} 41.4
chip_impl_metric{name="grt_antenna_before_repair",unit=""} 0
chip_impl_metric{name="setup_slack",unit="ns"} 0.0619
chip_impl_metric{name="antenna_violating_nets_post_route",unit=""} 0
chip_impl_metric{name="die_width",unit="µm"} 80
chip_impl_info{name="worstReg2RegEnd",value="S5$_DFF_P_"} 1
chip_impl_metric{name="max-slew-margin-rel",unit="%"} 83.6
chip_impl_info{name="yosysTopAreaCell",value="sky130_fd_sc_hd__dfxtp_1"} 1
chip_impl_metric{name="grt.overflow.total",unit=""} 0
chip_impl_metric{name="log.warning_count",unit=""} 25
chip_impl_metric{name="critical-path-max-stage-delay",unit="ns"} 0.32
chip_impl_metric{name="drv_cap",unit=""} 0
chip_impl_metric{name="worst_slew_pin_slew",unit="ns"} 0.245
chip_impl_metric{name="synth.avg_cell_area",unit="µm²"} 11.6
chip_impl_metric{name="yosys_cell_types",unit=""} 7
-- how the worst max path moves through the flow --
| stage | startpoint | end | slack (ns) | depth (start not counted) |
|---|---|---|---|---|
| 4_1_cts | STATE1$_DFF_P_ | S1 | 0.001 | 1 |
| 5_1_grt | STATE0$_DFF_P_ | S0 | 0.02 | 1 |
| 6_report | S5$_DFF_P_ | S5 | 0.06 | 1 |
-- cell families after synthesis --
kind of cell	share of synthesized area, %
DFF	69.1
AOI/OAI and AO/OA	10.1
buffers and inverters	2.16
and+or+nand+nor	18.7
-- where the power goes --
part	internal [µW]	switching [µW]	leakage, µW
clock network	135	78.6	0.0000138
logic	30.6	13.8	0.0000729
registers	250	4.08	0.0000512
total	416	96.4	0.000138
-- Yosys cell counts, drive strengths merged --
library cell  n
nor2          2
nor3b         1
dfxtp         6
a21o          1
a21oi         2
inv           1
nor2b         2
-- per-stage QoR --
stage	setup TNS (ns)	cells	area, µm²	utilization (%)
4_1_cts	0	75	362	10.6
3_5_place_dp	-0.0693	72	337	9.85
6_report	0	75	367	10.7
5_1_grt	0	75	367	10.7
3_3_place_gp	-0.0157	72	337	9.85
2_1_floorplan	0	15	174	-
-- repair_timing --
action,in CTS,in global routing
resized,14,4
setup endpoints to repair,6,3
pin swaps,0,0
-- registers in the layout, summed over array words and instances (netlist names) --
name    count
STATE0      1
STATE2      1
S4          1
S5          1
STATE1      1
STATE3      1
-- per-layer routing --
layer  share of wire (%)  global-route usage (%)
met1                  56                    2.14
met2                  27                    1.77
met3                  16                    1.93
met4                   0                   0.352
met5                   0                       0
-- layout make-up --
cell class / count / area, µm² / share of cell area, %
clock buffers: 3 / 22.5 / 6.14
inverters: 1 / 3.75 / 1.02
multi-input cells: 8 / 50.0 / 13.7
flip-flops and latches: 6 / 128 / 34.8
well taps: 46 / 57.6 / 15.7
repair buffers: 11 / 105 / 28.7
Power and IR drop assume default switching activity.
